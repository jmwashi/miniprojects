File: flow/config.mk
export PLATFORM = sky130hd
export DESIGN_NAME = registerFile
export DESIGN_NICKNAME = registerFile
export VERILOG_FILES = /design/flow/design.v
export SDC_FILE = /design/flow/constraint.sdc
export NUM_CORES = 4
export LEC_CHECK = 1
export CORE_UTILIZATION = 50
File: flow/constraint.sdc
current_design registerFile

set clk_period 6.4
set clk_io_pct 0.2

create_clock -name clk0 -period $clk_period [get_ports {clock}]

set non_clock_inputs [all_inputs -no_clocks]
set_input_delay [expr $clk_period * $clk_io_pct] -clock clk0 $non_clock_inputs
set_output_delay [expr $clk_period * $clk_io_pct] -clock clk0 [all_outputs]
File: flow/run.sh
#!/bin/bash
# OpenROAD 26Q1-2900-gdf79404cd8, Yosys 0.63+post, stock flow scripts
make -C /OpenROAD-flow-scripts/flow DESIGN_CONFIG=/design/flow/config.mk WORK_HOME=/design/flow/orfs finish
File: flow/design.v
`timescale 1ns / 1ns
module registerFile (
				clock, reset, 
                read_sel1, read_sel2,
				write, write_sel, write_data, 
				read_data1, read_data2
);
input clock, reset; 
input [4:0] read_sel1, read_sel2; 
input write; 
input [31:0] write_data;
input [4:0] write_sel;
output[31:0] read_data1; 
output[31:0] read_data2; 
reg [31:0] Registers [0:31];
assign read_data1 = Registers[read_sel1];
assign read_data2 = Registers[read_sel2];
integer i;
	initial
	begin	
	    for(i = 0; i < 32; i = i+1)
		begin
	        reg_file[i] = 0;
		end
	end
always @(posedge clock)
	begin
		if(write == 1)
			Registers[write_sel]= write_data;
	end
endmodule
==> run notes <==
yosys + openroad results -> status complete, no violations, Core Box Area between 0.09 and 0.1 mm2, sw frac roughly 23%, Hold-fix buffers, CTS 0, sw power between 3 and 4 mW, Clock Path Buffers 3, fmax roughly 0.18 GHz, initial core utilization 50.5%, Final Core Density 57.2%, Synth cell types 23, PwrDens ~270 mW/mm2, crit-path cells clkdlybuf4s50_1, nor2b_4, buf_12, buf_12, a22o_1, nor3_1, a31oi_1, nand3_1, clkdlybuf4s50_1, die y size roughly 310 um, CTS tree done, Routed WL 149 mm, H-tree Lvls 3, Routed WL per cell 30.4 um, Worst-Margin Slew 1.01 ns, CP Capture Type primary output, clock root cell clkbuf_16, crit path time final about 5.6 ns, Tool Warnings 27, WP data arrival 4.37 ns, Worst slew margin about a third, # Cells Yosys about 3400, hold endpoint Registers[26][3], GRT Total Usage 33.3%, most numerous logic cells after layout edfxtp_1, mux2i_1, nand3_1, vias in the first global route between 30000 and 40000, crit-path leading delay family buffers and inverters, Via density approximately 6.4, Hold Fails Final Rpt 0, Clock Power Share about 40%, WS Path Type input pin to primary output, antenna violations before repair 7, vias approximately 31000, launching element type of the critical path input pin, RSZ-0062 raised after global routing false, Pint approximately 11 mW, Synth Seq Share about 63%, Pre-Repair DR Iteration Count 5, Die Wd roughly 310 um, Synth warnings 129, area delta synth->final 13.4%, CP Max Fanout 24, Hold Path Depth 2, Synth Instances between 3000 and 4000, Final Max-Slew Violation Tally 0, first-pass GRT wire length around 210 mm, Antenna Violating Nets Remaining 0, Critical path buffers and inverters 4, Non-Filler Instances between 4000 and 5000, clk slew on worst S/H paths about 0.060 ns, largest net degree at the start of global routing around 84, slowest library cell on the worst path nor2b_4, slowest cell delay on critical path between 0.7 and 0.8 ns, placed cells 4687, Final HPWL DP 86.9 mm, Setup violations, final 0, HP Start write_data[3], Syn Area/Cell 14.4 um2, First DRT Iteration DRCs ~2500, # rows around 110, Final Wtd Congestion 0.916, Max Cap Viol 0, TNS Setup 0 ns, Ports 114, DRC viols 0, Peak VDD IR 0.000247 V, Mapped Area a little under 0.05 mm2, Clock Sinks 1024, sequential share of power around half, post-CTS sizing 0, ys flops 1024, post-layout period usage of the worst path roughly nine tenths, Comb pwr share a little under a tenth, yosys synthesis chip area 0.0488 mm2, Die ar. 0.0988 mm2, Static Leakage ~20 nW, max reg flops around 1000, total gr overflow 0, postcts setup bufs 0, CTS buffer count between 100 and 150, layout cell share with drive strength beyond 1 approximately 10%, hold crit path type input pin to register, Buffers on Ports around 110, Worst Path Required ~5.1 ns
## Yosys cell counts (all sizes together)
library cell / number / area (um2)
edfxtp: 1024 / 30700
mux2i: 1024 / 10200
nand2: 195 / 732
nand3: 194 / 971
a21oi: 192 / 961
a22oi: 192 / 1440
buf: 163 / 1210
a22o: 128 / 1120
clkbuf: 90 / 353
a31oi: 64 / 400
nor3: 64 / 320
nor2: 35 / 131
nand3b: 5 / 37.5
nand2b: 4 / 25.0
nor2b: 4 / 25.0
or3b: 3 / 26.3
and2: 2 / 12.5
or2: 2 / 12.5
or3: 1 / 6.26
## metal layers
metal	part of all wire, %	GRT usage (%)	up-vias
met5	0.068	0.725	-
met4	3.6	9.68	8
met3	17	24.6	331
met2	44	45.5	2056
met1	35	43.7	15033
li1	-	-	13684
## power groups by stage
stage	combinational, mW	sequential, mW	clock (mW)
after CTS	1.40	7.50	6.07
after global routing	1.50	7.50	6.32
final	1.42	7.50	5.97
## logic make-up (layout without fill, tap and decap cells)
| family | after synthesis | count (layout) | synth area share [%] |
|---|---|---|---|
| muxes | 1024 | 1024 | 21.0 |
| DFF | 1024 | 1024 | 63.0 |
| buffers and inverters | 253 | 484 | 3.21 |
| other | 0 | 3 | 0 |
| AOI/OAI and AO/OA | 576 | 576 | 8.04 |
| and+or+nand+nor | 509 | 509 | 4.71 |
## worst max path at each step
stage                 slack [ns]          from  depth (start not counted)        endpoint
after CTS                   0.82  read_sel1[0]                          9  read_data1[29]
final                       0.75  read_sel1[0]                          9  read_data1[11]
after global routing        0.68  read_sel2[2]                          9  read_data2[18]
## metrics by stage
step | hold WS [ns] | area (um2) | power, mW | setup slack (ns)
CTS | 1.38 | 55300 | 15.0 | 0.824
floorplan | 1.38 | 48800 | 8.40 | 2.69
global route | 1.42 | 55300 | 15.3 | 0.682
global placement | 2.11 | 52000 | 9.02 | 0.840
finish | 1.42 | 55300 | 14.9 | 0.752
detailed placement | 2.12 | 52000 | 9.03 | 0.833
## final cells by class
type / instances / area (um2)
fill: 7284 / 41400
sequential: 1024 / 30700
multi-input combinational: 2109 / 16800
clock buffer: 141 / 2930
timing repair buffer: 278 / 2830
tap: 1276 / 1600
clock inverter: 65 / 444
antenna: 3 / 7.51
Power figures rest on the tool's default switching activity, not on a simulated workload.
