**flow/design.v**
```verilog
`timescale 1ns / 1ns
module ALU (
		ALU_Control, 
		operand_A, operand_B, 
		ALU_result, zero
); 
input [5:0]   ALU_Control; 
input [31:0]  operand_A ;
input [31:0]  operand_B ;
output zero; 
output reg [31:0] ALU_result;
assign zero = (ALU_result==0);
always @(ALU_Control,operand_A,operand_B)
case(ALU_Control)
0: ALU_result <= operand_A & operand_B;
1: ALU_result <= operand_A | operand_B;
2: ALU_result <= operand_A + operand_B;
6: ALU_result <= operand_A - operand_B;
7: ALU_result <= (operand_A < operand_B) ? 1:0;
12: ALU_result <= ~(operand_A|operand_B);
default: ALU_result = 0;
endcase
endmodule
```
**flow/run.sh**
```bash
#!/bin/bash
# OpenROAD 26Q1-2900-gdf79404cd8, Yosys 0.63+post, stock flow scripts
make -C /OpenROAD-flow-scripts/flow DESIGN_CONFIG=/design/flow/config.mk WORK_HOME=/design/flow/orfs finish
```
**flow/config.mk**
```make
export PLATFORM = sky130hd
export DESIGN_NAME = ALU
export DESIGN_NICKNAME = ALU
export VERILOG_FILES = /design/flow/design.v
export SDC_FILE = /design/flow/constraint.sdc
export NUM_CORES = 4
export LEC_CHECK = 1
export CORE_UTILIZATION = 50
```
**flow/constraint.sdc**
```tcl
current_design ALU

set clk_period 10.9
set clk_io_pct 0.2

create_clock -name clk0 -period $clk_period

set non_clock_inputs [all_inputs -no_clocks]
set_input_delay [expr $clk_period * $clk_io_pct] -clock clk0 $non_clock_inputs
set_output_delay [expr $clk_period * $clk_io_pct] -clock clk0 [all_outputs]
```
==> run notes <==
Flow results follow.

The flow ran to the end, and the final reports show no timing, DRC or antenna violations. The count of endpoints failing setup in the final report is 0. The overall chip area is between 10,000 and 15,000 µm².

The internal power is ~0.13 mW. The slew at the pin closest to its max-slew limit is between 800 and 900 ps. Per the timing report, the biggest fanout along the worst path comes to 11. The routed layout has 6,693 vias. The half-perimeter wire length of the detailed placement result is 16.4 mm.

The number of cells upsized or downsized after cts is 0. The total standard cell area after synthesis is around 5600 µm². The cell family contributing the most delay on the critical path is simple AND/OR/NAND/NOR gates. Sorting the synthesized cells by how often they occur yields sky130_fd_sc_hd__ha_1 (102), sky130_fd_sc_hd__inv_1 (94), sky130_fd_sc_hd__nor2_1 (87). The pin count of the biggest net entering global routing is 36.

The final worst setup slack is around 1300 ps. In this run the maximum-capacitance check reported violations numbering 0. For this configuration, the core starts out at a cell density of slightly above 50%. The top-area cell type share of the netlist area is 22.9%.

The leakage power in the latest report is around 3 nW. The part of the power in combinational logic is around 100%. Headroom to the max-slew limit came out at about two fifths. STA reports the tightest min-delay check as being of type in2out.

Setup repair after global routing left no endpoint under its margin. After layout, the minimum clock period comes to approximately 9600 ps. For this run, the number of Yosys warnings is 1.

Pins over their slew limit in the final report were tallied at 0. The pre-CTS setup check shows a worst slack of roughly 1300 ps. The highest ir drop seen on vdd is around 0.028 mV. The footprint of the flip-flops and latches is 0 µm². Counting endpoints that fail hold in the final report gives 0.

The share of the yosys chip area belonging to registers is 0%. The initial antenna violation count is 0. Per report_power, the clock group accounts for 0% of the total. The number of warnings in the stage logs is between 100 and 150.

The die width is 108 µm. The switching power is around 0.18 mW. The report puts the hold buffer count at CTS at 0. The number of cell instances after yosys synthesis is roughly 830. Cells with a size suffix above 1 make up 4.12% of the layout.

For the worst setup path, the data required time is just under 9000 ps. The maximum clock frequency is 0.104 GHz. The global-route wire length before repair is 32.6 mm. The worst hold endpoint is zero. The cell count of the worst hold path is 6. The portion of total power attributed to sequential cells is 0%. Yosys instantiated no cell more often than sky130_fd_sc_hd__ha_1. The dominant cell type by area after synthesis is sky130_fd_sc_hd__ha_1. Per the summary, power density relative to cell area is about 46 nW/µm². For reference, the top cells by area after synthesis are sky130_fd_sc_hd__ha_1 (23%), sky130_fd_sc_hd__inv_1 (6.3%), sky130_fd_sc_hd__nor2_1 (5.9%). The first detailed-routing pass ran for 5 iterations. The wire length recorded after detailed routing is 20.6 mm. The die is around 110 µm tall. The area of the placeable core is ~11,000 µm². The longest incremental delay of any stage on the critical path is reported as 740 ps. The share of the clock period used by the worst path after layout is 88.0%. The placement report lists the number of port buffers as 103. Of the total power, the share spent switching nets is a little under three fifths. The number of inserted filler cells in the final layout is 980. The final layout report lists a clock buffer count of 0.

The global route total overflow is 0. The remaining number of nets flagged by the antenna check after routing is 0. The top-level port count is between 100 and 150. The hold path startpoint is operand_B[31]. The worst path arrival time is between 7000 and 8000 ps. The routed layout reports a DRC error count of 0. The flip-flop and latch count is 0. The worst hold slack across all endpoints is ~5700 ps. The per-cell routed wire length is 19.8 µm. The critical setup path kind is in2out. The global routing report lists combined usage of all routing layers as 36.5%. The routability-driven placement congestion ratio is just over 1. The total inserted antenna cells is 0.

STA classifies the critical path endpoint as an output pin. The critical path startpoint category is an input port. The summed standard-cell area reported by yosys is approximately 5600 µm². Traced cell by cell, the critical path runs through clkdlybuf4s50_1 > inv_1 > ha_1 > nor2_1 > a2111oi_0 > o311a_1 > a21bo_2 > xnor2_2 > nor2_1 > a211o_1 > or4_1 > or4_1 > nor4b_2 > nor4b_2 > clkdlybuf4s50_1.

Dividing the synthesized area by the synthesized cell count gives ~6.7 µm². The tally of unique sky130hd cells used after synthesis is between 80 and 90. The floorplan row count is 38. The final setup TNS is 0 ps.

Synthesis handed over a netlist of around 830 instances. The layout-stage area growth over the synthesis result is 19.7%. The number of buffers and inverters on the critical path is 3. The buffers inserted during post-CTS setup optimization is 0. The mean number of vias per cell is around 6.4. Among all stages on the critical path, the largest delay is contributed by sky130_fd_sc_hd__a2111oi_0.

The via count of the first global-routing pass is 6,336. The number of DRC markers in iteration 0 is around 450.
worst max path at each step:
stage	from	endpoint	cells past startpoint	slack (ps)
5_1_grt	operand_A[11]	zero	15	1140
4_1_cts	operand_A[11]	zero	15	1360
6_report	operand_A[11]	zero	15	1310
cells in the final DEF, fill, tap and decap left out, drive strengths merged, types with 6 or more instances in the layout:
cell,synthesis,routed
nand2,57,57
a21oi,50,50
o31ai,10,10
ha,102,102
a21boi,6,6
nand2b,9,9
nor2,87,87
a31oi,7,7
and3,8,8
o21a,8,8
nand3,10,10
a211oi,16,16
nor4,6,6
xnor2,12,12
clkdlybuf4s50,0,103
o21ai,55,55
and2,8,8
nor2b,11,11
a2111oi,9,9
or4,7,7
inv,94,94
or3,13,13
a211o,10,10
o21bai,10,10
a221oi,27,27
a21o,16,16
a221o,12,12
nor3,28,28
o31a,6,6
buf,20,11
o211ai,11,11
or2,9,9
mux2i,6,6
power groups by stage:
stage,logic (mW),clock network (mW),registers (mW)
6_report,0.307,0,0
5_1_grt,0.334,0,0
4_1_cts,0.301,0,0
cell type report:
cell class | instances | area [µm²] | share of cell area (%)
inverter | 94 | 353 | 5.29
multi-input combinational | 691 | 5020 | 75.4
tap | 140 | 175 | 2.63
timing repair buffer | 114 | 1110 | 16.7
stage by stage:
| stage | cells | total power [mW] | util [%] | cell area (µm²) |
|---|---|---|---|---|
| CTS | 1039 | 0.301 | 61.5 | 6670 |
| global placement | 1039 | 0.298 | 61.5 | 6670 |
| detailed placement | 1039 | 0.299 | 61.5 | 6670 |
| finish | 1039 | 0.307 | 61.5 | 6670 |
| global route | 1039 | 0.334 | 61.5 | 6670 |
| floorplan | 829 | 0.190 | - | 5570 |
cell families (layout without fill, tap and decap cells):
| kind of cell | Yosys count | count (layout) | synth area share (%) |
|---|---|---|---|
| compound gates | 291 | 291 | 37.7 |
| simple gates | 275 | 275 | 25.2 |
| buf+inv | 138 | 208 | 9.88 |
| fa+ha+maj | 104 | 104 | 23.6 |
| xor+xnor | 14 | 14 | 2.34 |
| mux | 7 | 7 | 1.28 |
routing by layer:
metal | vias up | GRT usage [%] | part of all wire [%]
met3 | 73 | 4.26 | 7.7
met1 | 3087 | 47.9 | 42
met4 | 0 | 16.8 | 5.1
met5 | - | 0 | 0
li1 | 3203 | - | -
met2 | 330 | 59.5 | 45
Power is estimated from default activity; no workload was simulated.
