==> flow/design.v <==
`timescale 1ns / 1ns
module Memory (
		clock,
    	Address,
   		MemRead, ReadData,
    	MemWrite,writeData
); 
input clock; 
input [7:0]  Address;
input MemRead;
output [31:0]  ReadData;
input MemWrite;
input [31:0]   writeData;
reg [31:0] ReadData;
localparam MEM_DEPTH = 1 << 7;
reg [31:0]     ram [0:MEM_DEPTH-1];
integer i;  
	initial begin
		for(i=0; i<MEM_DEPTH; i = i + 1)
			ram[i] = i*10+1;
	end
 always @(posedge clock) 
 	begin  
  		if (MemWrite)  
            ram[Address] <= writeData;  
    end
always@(ram[Address])
	ReadData <= ram[Address];
endmodule
==> flow/run.sh <==
#!/bin/bash
# OpenROAD 26Q1-2900-gdf79404cd8, Yosys 0.63+post, stock flow scripts
make -C /OpenROAD-flow-scripts/flow DESIGN_CONFIG=/design/flow/config.mk WORK_HOME=/design/flow/orfs finish
==> flow/config.mk <==
export PLATFORM = sky130hd
export DESIGN_NAME = Memory
export DESIGN_NICKNAME = Memory
export VERILOG_FILES = /design/flow/design.v
export SDC_FILE = /design/flow/constraint.sdc
export NUM_CORES = 4
export LEC_CHECK = 1
export CORE_UTILIZATION = 40
==> flow/constraint.sdc <==
current_design Memory

set clk_period 106.3
set clk_io_pct 0.2

create_clock -name clk0 -period $clk_period [get_ports {clock}]

set non_clock_inputs [all_inputs -no_clocks]
set_input_delay [expr $clk_period * $clk_io_pct] -clock clk0 $non_clock_inputs
set_output_delay [expr $clk_period * $clk_io_pct] -clock clk0 [all_outputs]
==> flow_summary.toml <==
# physical design summary
[outcome]
outcome = "completed"

[logic_synthesis]
yosys-mux-area-fraction = 0.0382
ys_seq_frac = 0.785
xor_area_frac = 0
logic_family = "AND-OR/OR-AND gates"
async_flop_share = 0
syn_area_per_cell_um2 = 17.6
ys_sh_simple = 0.0274
yosysWarnings = 1
synthAoiAreaFrac = 0.129
ys_types = 75
edf_count = 4096
synth-main-ff-cell = "edfxtp_1"
ys_sh_adder = 0
ys_cells = 8922
ys_ff = 4096
syn-cell-area_um2 = 157000
netlist_instances = 8922
yosysChipArea_um2 = 157000

[detailed_routing]
final_antenna_net_count = 0
first_pass_iters = 22
wl_um = 544000
vias = 93200
vias_per_cell = 6.30
wire_per_inst_um = 36.7
drc = 0
drt_iter0_drc = 7298

[global_routing]
antenna_found_initial = 49
track_usage = 0.302
grt_max_degree = 89
first_global_vias = 97600
overflow = 0
grt_pass1_wl_um = 752000

[clock_tree]
cts_buffers = 409
clkTransAtPathRegs_ps = 60
cts_sinks = 4096
cts_max_path_buffers = 4
cts_tree = "built"
postCtsHoldBufs = 0
cts-htree-levels = 5
root_buffer = "clkbuf_16"
cts_resized = 0
cts_setup_buffers = 0

[floorplan]
core_um2 = 389000
dieArea_um2 = 394000
ios = 75
die_h_um = 628
row_count = 229
dieWidth_um = 628
fp-utilization = 0.402

[placement]
portBuffers = 72
hpwl_um = 321000
place.gp.congestion = 0.965
dp_slack_ps = 57480

[final_timing]
final.min_clock_period_ps = 49050
setup_viol = 0
rsz0062_at_grt = "no"
worst_slew_pin_slew_ps = 1300
final-hold-violation-count = 0
finalClockPeriodUsage = 0.461
maxClockFrequency_mhz = 20.4
max_slew_margin = 0.127
setup_ws_ps = 57250
setup_tns_ps = 0
maxSlewViolCount = 0

[final_layout]
drive_gt1_frac = 0.175
fillers = 31700
logic_area_um2 = 31700
top_register = "ram"
largest_reg_flops = 4096
layout.cells.most_common_list = "edfxtp_1 (4,096), a221oi_1 (846), buf_4 (533)"
register_area_um2 = 123000
area_growth_pct = 14.3
lay_top_count = "edfxtp_1"
largest_registers = "ram: 4096 flops"

[power]
peakVddDrop_v = 0.0000162
p_per_area_nw_per_um2 = 19.0
p_leak_nw = 54.8

[critical_path]
path_class = "in -> out"
cp_max_fo = 83
end_kind = "primary output"
worst_ep_arrival_time_ps = 27790
worstPathRequired_ps = 85040
critPathLaunchType = "primary input"

[worst_hold_path]
hp-class = "in -> reg"
worstHoldEndpoint = "ram[101][14]$_DFFE_PP_"
hold_depth = 1
holdCritStartpoint = "writeData[14]"

[run]
warning_count = 29
max_cap_violations = 0
-- worst max-delay path: stages --
cell and delay, ps:
buf_8 410, buf_12 490, buf_4 540, buf_12 450, buf_4 630, nor2b_4 280
buf_4 370, a221o_1 410, a222oi_1 840, o22a_1 790, nand4b_1 440, clkdlybuf4s50_1 530
-- per-layer routing --
layer,track usage,vias up,wire length [um]
li1,-,38100,-
met1,0.297,45700,153000
met2,0.405,7915,232000
met3,0.295,1323,120000
met4,0.142,106,34100
met5,0.104,-,4980
-- Yosys cell counts, drive strengths merged (21+ instances only) --
master   number  area share
a22o         43      0.0024
mux2        279       0.020
o2bb2ai      25      0.0014
nand2       241      0.0058
a221oi      847       0.047
nor3         43      0.0014
clkbuf      324      0.0078
a31oi        21     0.00084
o22a         31      0.0017
o21ai       326       0.010
mux2i       127      0.0081
nand3b       31      0.0015
edfxtp     4096        0.79
o221ai       49      0.0027
nor2        291      0.0070
a211oi       43      0.0021
a21oi       425       0.014
a22oi       468       0.022
a222oi       44      0.0028
nand2b       22     0.00088
mux4         70       0.010
nor2b       108      0.0043
buf         403       0.012
a221o        64      0.0041
nand3        27     0.00086
o22ai       170      0.0068
-- area by class of cell --
cell class,instances,area share
Antenna cell,79,0.00110
Clock buffer,506,0.0599
Clock inverter,239,0.0118
Inverter,7,0.000280
Multi-Input combinational cell,4092,0.177
Sequential cell,4096,0.687
Tap cell,5197,0.0363
Timing Repair Buffer,587,0.0262
-- through the flow --
step	instances	cell area [um2]	util	hold slack, ps	total power [W]
floorplan	8922	157000	-	21360	0.00191
global placement	14000	166000	0.426	21610	0.00203
detailed placement	14000	166000	0.426	21610	0.00203
CTS	14700	179000	0.459	20580	0.00340
global route	14800	179000	0.459	20610	0.00348
finish	14800	179000	0.460	20610	0.00340
-- report_power, final --
part           switching [W]  leakage (nW)  internal [W]
clock               0.000604          6.26      0.000788
combinational       0.000166          11.7     0.0000542
sequential        0.00000132          36.8       0.00178
total               0.000771          54.8       0.00263
-- how the worst max path moves through the flow --
stage,startpoint,end,slack [ps]
4_1_cts,Address[0],ReadData[18],57480
5_1_grt,Address[0],ReadData[18],57200
6_report,Address[1],ReadData[13],57250
-- cell families after synthesis --
| group | count (synthesis) |
|---|---|
| flip-flops | 4096 |
| AND-OR/OR-AND | 2731 |
| AND/OR/NAND/NOR | 885 |
| buffers and inverters | 734 |
| multiplexers | 476 |
Power and IR drop assume default switching activity.
